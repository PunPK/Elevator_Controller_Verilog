**flow/design.v**
```verilog
module Counter_4bit (out, enable, clk, reset);
    output [3:0] out;
    input enable, clk, reset;
    reg [3:0] out;
    always @(posedge clk or posedge reset)
    begin
        if (reset) begin
            out <= 4'b0000;  
        end
        else if (enable) begin
            out <= out + 1;  
        end
    end
endmodule
module D_FF (q, d, clk, reset);
    output q;
    input d, clk, reset;
    reg q;
    always @(posedge reset or posedge clk)
    begin
        if (reset)
            q = 1'b0;   
        else
            q = d;      
    end
endmodule
module Decoder_7_Seg (seg, floor_code);
    output [6:0] seg; 
    input [1:0] floor_code; 
    reg [6:0] seg;
    always @(floor_code)
    begin
        case (floor_code)
            2'd0 : seg = 7'b0111111;  
            2'd1 : seg = 7'b0000110;  
            2'd2 : seg = 7'b1011011;  
            2'd3 : seg = 7'b1001111;  
            default : seg = 7'b0000000;  
        endcase
    end
endmodule
module Elevator_System (
    input clk,
    input reset,
    input sw_open,  
    input sw_close, 
    input [1:0] sw_floor,
    output [6:0] seg_out,
    output door_led
);
    wire q1, q0;
    wire [1:0] current_floor = {q1, q0};
    wire not_input1, not_input0, not_q0;
    not (not_input1, sw_floor[1]);
    not (not_input0, sw_floor[0]);
    not (not_q0, q0);
    wire j1_val, k1_val;
    and (j1_val, sw_floor[1], q0);
    and (k1_val, not_input1, not_q0);
    wire xor_term, j0_val, k0_val;
    xor (xor_term, q1, sw_floor[1]);
    or (j0_val, sw_floor[0], xor_term);
    or (k0_val, not_input0, xor_term);
    wire door_q;    
    wire timer_done;
    wire eq_bit1, eq_bit0;
    xnor (eq_bit1, sw_floor[1], q1);
    xnor (eq_bit0, sw_floor[0], q0); 
    wire arrival_clk;
    and (arrival_clk, eq_bit1, eq_bit0);
    wire d_clk;
    or (d_clk, arrival_clk, sw_open);
    wire door_reset;
    or (door_reset, reset, timer_done, sw_close);
    D_FF door_control (
        .q(door_q), 
        .d(1'b1),            
        .clk(d_clk),         
        .reset(door_reset)   
    );
    wire counter_clk;
    and (counter_clk, clk, door_p);
    door_timer timer (
        .clk(counter_clk),     
        .reset(reset), 
        .timer_done(timer_done)
    );
    wire system_enable;
    not (system_enable, door_q); 
    JK_FF ff1 (.q(q1), .j(j1_val), .k(k1_val), .enable(system_enable), .clk(clk), .reset(reset));
    JK_FF ff0 (.q(q0), .j(j0_val), .k(k0_val), .enable(system_enable), .clk(clk), .reset(reset));
    wire door_led_q;
    or (door_led_q, door_q, door_open);
    assign door_led = door_led_q;
    Decoder_7_Seg display (seg_out, current_floor);
endmodule
module JK_FF (q, j, k, enable, clk, reset); 
    output q;
    input j, k, enable, clk, reset;       
    reg q;
    always @(posedge reset or posedge clk)
    begin
        if (reset) begin
            q <= 1'b0;
        end
        else if (enable) begin 
            case ({j,k})
                2'b00 : q <= q;       
                2'b01 : q <= 1'b0;    
                2'b10 : q <= 1'b1;    
                2'b11 : q <= ~q;      
            endcase
        end
    end
endmodule
module door_timer (
    input clk,
    input reset,
    output timer_done        
);
    wire [3:0] count_val;    
    wire enable_count;       
    assign enable_count = (count_val < 4'd3);
    Counter_4bit my_counter (
        .out(count_val),       
        .enable(enable_count),  
        .clk(clk),             
        .reset(reset) 
    );
    assign timer_done = (count_val >= 4'd3);
endmodule
```
**flow/run.sh**
```bash
#!/bin/bash
# OpenROAD 26Q1-2900-gdf79404cd8, Yosys 0.63+post, stock flow scripts
make -C /OpenROAD-flow-scripts/flow DESIGN_CONFIG=/design/flow/config.mk WORK_HOME=/design/flow/orfs finish
```
**flow/config.mk**
```make
export PLATFORM = sky130hd
export DESIGN_NAME = Elevator_System
export DESIGN_NICKNAME = Elevator_System
export VERILOG_FILES = /design/flow/design.v
export SDC_FILE = /design/flow/constraint.sdc
export NUM_CORES = 4
export LEC_CHECK = 1
export CORE_AREA = 10 10 70 70
export DIE_AREA = 0 0 80 80
```
**flow/constraint.sdc**
```tcl
current_design Elevator_System

set clk_period 1.9
set clk_io_pct 0.2

create_clock -name clk0 -period $clk_period [get_ports {clk}]

set non_clock_inputs [all_inputs -no_clocks]
set_input_delay [expr $clk_period * $clk_io_pct] -clock clk0 $non_clock_inputs
set_output_delay [expr $clk_period * $clk_io_pct] -clock clk0 [all_outputs]
```
==> metrics.cfg <==
[detailed_routing]
antenna_cells=0
drtIter0Drc=3
wire_per_inst_um=7.59
first_pass_iters=2
drc=0
routed_wirelength_um=607
avgViaCountPerCell=2.29
dr_total_vias=183
drtAntennaViolNets=0

[final_timing]
fmax_mhz=588
setup_viol=0
hold_ws_ps=340
setup_tns_ps=0
hold_viol=0
unclocked_pins=1
finalClockPeriodUsage_pct=89.5
skew_ps=1.43
rsz0062_at_grt=false
min_period_ps=1700
slew_viol_final=0

[setup_path]
cp.arrival_ps=1320
crit_type=register to output pin
regToRegEndpoint=ff1.q
crit_chain=inv_1 > nand2_1 > clkdlybuf4s50_1
required_ps=1520
r2r_slack_ps=610
r2r_cells=3
worstSetupStartpointType=register
reg2reg_from=ff0.q
slowest_stage=clkdlybuf4s50_1
endpoint_kind=output pin
cp_slowest_stage_delay_ps=470
critPathMaxFanout=5

[clock_network]
worstSkewPairLatency_ps=230
ctsHoldBuffers=0
cts_resized=0
cts_made_buffers=3
cts_buffer_depth=2
cts_setup_buffers=0
clk_pin_slew_ps=30
clock-root-buffer=clkbuf_4
htreeDepth=1
cts_tree=built

[synth]
numSynthFlops=3
synth_top_area_share_pct=37.0
yosys_warnings=8
top_cells_by_area=dfrtp_1 37%, buf_4 11%, mux2i_1 9.9%
synthCells=22
synth_top_cell_by_area=dfrtp_1
postSynthAreaPerCell_um2=9.21
yosys_cells=22
ys_area_um2=203
ys_types=13
syn_area_um2=203
ys_seq_share_pct=37.0

[place]
port_buffers=11
hpwl_um=543
place_congestion=0.755

[grt]
grt-busiest-layer=met1
antenna_found_initial=0
grt_use_met2_pct=2.17
grt_pass1_wl_um=876
grt_remaining_overflow=0
grt.met1_usage_pct=2.20
grt_usage_pct=1.85
grt_pass1_vias=186
use_met3_pct=2.05
grt_max_degree=7

[die]
die_h_um=80
row_count=21
ios=14
fp_util_pct=5.93
die_width_um=80
dieArea_um2=6400
core_um2=3420

[hold_path]
hold_path.class=input port to async pin

[status]
status=complete, no violations

[pwr]
leakage_nw=0.159
power.density_nw_per_um2=1110
vdd_ir_drop_max_uv=195

[run]
warnings=25
maxCapViolCount=0

[layout]
drive_gt1_share_pct=8.82
areaGrowthSynthToFinish_pct=84.6

flip-flops by register name, indices dropped and copies added, names as in the netlist:
signal	cells
ff1.q	1
ff0.q	1
door_control.q	1
through the flow:
step	power [mW]	instances	setup WS [ps]	utilization (%)	area (um2)
after floorplan	0.190	24	699	-	210
after global placement	0.321	77	240	10.3	352
after detailed placement	0.330	77	191	10.3	352
after CTS	0.432	80	161	11.0	374
after global routing	0.456	80	98.9	11.0	374
final	0.416	80	200	11.0	374
synth_stat cells:
library cell,instances
a21o_1,1
buf_4,3
clkbuf_1,1
conb_1,1
dfrtp_1,3
ha_1,1
inv_1,2
mux2_1,1
mux2i_1,2
nand2_1,1
nand2b_1,1
nor2_1,3
xnor2_1,2
logic make-up (layout without fill, tap and decap cells):
family                   Yosys count  in the layout  share of synthesized area, %
AND/OR/NAND/NOR                    5              5                          10.5
AND-OR/OR-AND                      1              1                          3.71
flip-flops                         3              3                          37.0
multiplexers                       3              3                          15.4
XOR/XNOR                           2              2                          8.64
buffers and inverters              6             16                          16.7
adder cells (fa/ha/maj)            1              1                          6.17
other                              1              3                          1.85
metal layers:
metal,wire [um],share of wire (%),up-vias
met5,0,0,-
met4,10,1.6,0
met3,138,23,2
met2,179,29,13
met1,277,46,80
li1,-,-,88
worst max-delay path, delay by kind of cell, from the launching register on:
| family | cells | cell delay (ps) |
|---|---|---|
| buffers and inverters | 2 | 580 |
| flip-flops | 1 | 430 |
| AND/OR/NAND/NOR | 1 | 80 |
layout make-up:
type	instances	area, um2
clock buffer	3	22.5
fill	397	3040
inverter	2	7.51
multi-input combinational	15	101
sequential	3	75.1
tap	46	57.6
timing repair buffer	11	110
cells in the final DEF, fill, tap and decap left out:
master	count
a21o_1	1
conb_1	3
dfrtp_1	3
nand2b_1	1
clkbuf_4	3
mux2i_1	2
clkdlybuf4s50_1	11
ha_1	1
nor2_1	3
mux2_1	1
nand2_1	1
inv_1	2
xnor2_1	2
worst max-delay path by stage:
stage     startpoint         end  depth (start not counted)
4_1_cts        ff0.q  seg_out[2]                          3
5_1_grt        ff0.q  seg_out[2]                          3
6_report       ff0.q  seg_out[2]                          3
power breakdown:
| group | leakage [nW] | switching, mW | total [mW] | internal, mW |
|---|---|---|---|---|
| combinational | 0.108 | 0.0604 | 0.219 | 0.158 |
| clock | 0.0138 | 0.0249 | 0.0946 | 0.0697 |
| sequential | 0.0368 | 0.0340 | 0.103 | 0.0693 |
| total | 0.159 | 0.119 | 0.416 | 0.297 |
Power is estimated from default activity; no workload was simulated.
